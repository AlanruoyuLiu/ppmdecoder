`flow/design.v`:
```
module sof_received (
    Din, clk16, rst_n, sof_rcv_out, eof_rcv_in, cnt_sof, clk
);
    input Din, clk16, rst_n, eof_rcv_in, clk;
    output sof_rcv_out;
    output [2:0] cnt_sof;
    reg sof_rcv_out;
    reg q0;  
    reg [2:0] cnt_sof;
    reg [4:0] shift_sof;
    reg Din_reg;
    wire zeroislow;
    wire fifthislow;
    reg start;  
    always @(posedge clk or negedge rst_n) begin
        if (!rst_n) begin
            start <= 1'b0;
        end else if ((!Din || eof_rcv_in) && clk16) begin
            start <= !eof_rcv_in;
        end
    end
    always @(posedge clk or negedge rst_n) begin
       if (!rst_n) begin
           cnt_sof <= 3'b000;
       end else if (start && clk16) begin  
           cnt_sof <= cnt_sof + 3'b001;
       end else if (eof_rcv_in && clk16) begin
           cnt_sof <= 3'b000;
       end
    end
    always @(posedge clk or negedge rst_n) begin
       if (!rst_n) begin
           Din_reg <= 1'b0;
       end else if (clk16) begin
           Din_reg <= (!Din);  
       end 
    end
    assign zeroislow = Din_reg && (cnt_sof == 3'b000);
    assign fifthislow = Din_reg && (cnt_sof == 3'b101);
    always @(posedge clk or negedge rst_n) begin
       if (!rst_n) begin
           shift_sof <= 5'd0;
       end else if (clk16) begin
           shift_sof <= {shift_sof[3:0], zeroislow};
       end 
    end
    always @(posedge clk or negedge rst_n) begin
        if (!rst_n) begin
            sof_rcv_out <= 1'b0;
            q0 <= 1'b0;
        end else if (clk16) begin
            q0 <= (shift_sof[4]) && (fifthislow);
            sof_rcv_out <= q0;
        end
    end
endmodule
```
`flow/run.sh`:
```
#!/bin/bash
# OpenROAD 26Q1-2900-gdf79404cd8, Yosys 0.63+post, stock flow scripts
make -C /OpenROAD-flow-scripts/flow DESIGN_CONFIG=/design/flow/config.mk WORK_HOME=/design/flow/orfs finish
```
`flow/config.mk`:
```
export PLATFORM = sky130hd
export DESIGN_NAME = sof_received
export DESIGN_NICKNAME = sof_received
export VERILOG_FILES = /design/flow/design.v
export SDC_FILE = /design/flow/constraint.sdc
export NUM_CORES = 4
export LEC_CHECK = 1
export CORE_AREA = 10 10 70 70
export DIE_AREA = 0 0 80 80
```
`flow/constraint.sdc`:
```
current_design sof_received

set clk_period 1.3
set clk_io_pct 0.2

create_clock -name clk0 -period $clk_period [get_ports {clk}]

set non_clock_inputs [all_inputs -no_clocks]
set_input_delay [expr $clk_period * $clk_io_pct] -clock clk0 $non_clock_inputs
set_output_delay [expr $clk_period * $clk_io_pct] -clock clk0 [all_outputs]
```
==> GITHUB_STEP_SUMMARY <==
### Flow metrics

| Metric | Value |
|---|---|
| Crit end category | register |
| H-Tree Depth | 1 |
| Core area | 3420 um^2 |
| IO buf count | 8 |
| First-pass DRT Iterations | 4 |
| CP Class | reg -> reg |
| Die Width | approximately 80 um |
| DP HPWL | between 600 and 700 um |
| Root Buffer | clkbuf_4 |
| IO Pins | 9 |
| Routed WL | 979 um |
| Yosys chip area | 532 um^2 |
| Design area | ~770 um^2 |
| WP data arrival | between 1 and 1.5 ns |
| Layout cell share with drive strength beyond 1 | 30.5% |
| Die footprint | 6400 um^2 |
| Initial antenna violation count | 0 |
| Power Density | between 1000 and 1500 nW/um^2 |
| Post-route ant nets | 0 |
| Minimum clock period | 1.26 ns |
| Measured slew at the worst slew-check pin | roughly 0.22 ns |
| Endpoints failing hold | 0 |
| Gpl congestion | 0.752 |
| Row cnt | 21 |
| Routed vias/inst | 3.49 |
| Sequential Area | 300 um^2 |
| Number of cells in Yosys stat | 40 |
| Slew Limit Headroom | 85.4% |
| Worst VDD drop | 0.298 mV |
| Routed wire per std cell | 9.32 um |
| CP max FO | 4 |
| Final cell count without fillers | 105 |
| Vias in the first global route | approximately 350 |
| Clock Tree Buf Depth | 2 |
| Top Registers | shift_sof x5, cnt_sof x3 |
| CTS buffer count | 3 |
| Reg with most FFs | shift_sof |
| Total global-route track usage | 3.26% |
| Max Slew Vio Count | 0 |
| Synth-to-layout area growth | 44.7% |
| Avg Inst Size Synth | 13.3 um^2 |
| Sink Count | 12 |
| Final period util | between 90% and 100% |
| Synth Seq Share | between 50% and 60% |
| Fill cells | approximately 370 |
| Number of max-cap violations | 0 |
| Tool Warnings | 27 |
| Post-CTS Hold Fix Bufs | 0 |
| Status | finished clean |
| Mapped Cells | 40 |
| Die height | ~80 um |
| Pin count of the biggest net entering global routing | 16 |
| N_diodes | 0 |
| Synth Cell Area | roughly 530 um^2 |
| First-pass GRT wire length | 1660 um |
| Global route overflow | 0 |
| Max reg flops | 5 |
| Leak | 0.381 nW |
| Logic area | 209 um^2 |
| Post-route DRC | 0 |
| CTS tree | yes |
| Placed insts | 96 |
| Distinct lib cells | 17 |
| Clock skew | 0.00177 ns |
| Area after DPL | 697 um^2 |
| Initial DRC Count | 18 |
| Clk latency late pin | between 0.2 and 0.3 ns |
| Final setup fails | 0 |
| Vias | 366 |
| Achievable Freq | 0.796 GHz |
| FF+latch count, synth | 12 |
| Worst min path class | in -> async |
| Clk pin slew, worst setup/hold paths | 0.07 ns |
| WP data required | 1.46 ns |
| Worst setup SP type | register |
| Fp_density | 15.6% |
| Synth warn | 1 |
-- cell type report --
class                           instances  share of cell area (%)
Clock buffer                            4                    4.72
Tap cell                               46                    7.48
Timing Repair Buffer                   16                    19.7
Inverter                                4                    1.95
Multi-Input combinational cell         23                    27.2
Sequential cell                        12                    39.0
-- per-layer routing --
metal  wire (um)  track usage [%]
met5           0                0
met4          18            0.704
met3         110             2.27
met2         396             4.09
met1         454             4.40
-- kinds of logic after synthesis --
group	Yosys count	synth area share, %
compound gates	8	11.8
flops	12	56.5
buf+inv	5	4.23
simple gates	7	9.88
mux	5	10.6
fa+ha+maj	3	7.06
-- synth_stat cells --
master / n / area (um^2)
dfrtp_1: 12 / 300
mux2_2: 5 / 56.3
inv_1: 4 / 15.0
ha_1: 3 / 37.5
a21o_1: 2 / 15.0
nor2b_1: 2 / 12.5
o21ai_0: 2 / 10.0
a221o_1: 1 / 10.0
a2bb2oi_1: 1 / 8.76
a32o_1: 1 / 10.0
and3b_1: 1 / 8.76
and4b_1: 1 / 10.0
buf_4: 1 / 7.51
nand2b_1: 1 / 6.26
nand4_1: 1 / 6.26
nand4b_1: 1 / 8.76
o21ai_2: 1 / 8.76
-- report_power, final --
group	total (W)	internal (W)	switching, W
clock network	0.000287	0.000170	0.000117
registers	0.000503	0.000458	0.0000452
logic	0.000305	0.000196	0.000109
total	0.00110	0.000825	0.000271
-- critical path: stages, from the launching register on --
cell	delay (ns)
dfrtp_1	0.39
buf_6	0.13
ha_1	0.19
and4b_1	0.19
a221o_1	0.25
-- through the flow --
step / power [W] / setup TNS [ns] / hold slack, ns / utilization [%] / setup WS, ns
after floorplan: 0.000645 / 0 / -0.0356 / - / 0.159
after global placement: 0.000777 / -0.685 / 0.477 / 20.4 / -0.130
after detailed placement: 0.000778 / -0.725 / 0.474 / 20.4 / -0.147
after CTS: 0.00109 / 0 / 0.285 / 22.2 / 0.0266
after global routing: 0.00118 / -0.000860 / 0.301 / 22.5 / -0.000860
final: 0.00110 / 0 / 0.285 / 22.5 / 0.0437
-- path summary, 6_finish.rpt --
| path | start | endpoint | slack [ns] | cells after the start |
|---|---|---|---|---|
| worst min-delay path | rst_n | Din_reg$_DFFE_PN0P_ | 0.28 | 2 |
| min in group clk0 | q0$_DFFE_PN0P_ | q0$_DFFE_PN0P_ | 0.49 | 2 |
| worst max register to register | cnt_sof[0]$_DFFE_PN0P_ | cnt_sof[2]$_DFFE_PN0P_ | 0.04 | 4 |
| worst max-delay path | cnt_sof[0]$_DFFE_PN0P_ | cnt_sof[2]$_DFFE_PN0P_ | 0.04 | 4 |
| worst min register to register | q0$_DFFE_PN0P_ | q0$_DFFE_PN0P_ | 0.49 | 2 |
| max in group asynchronous | rst_n | cnt_sof[0]$_DFFE_PN0P_ | 0.87 | 2 |
-- timing repair --
action,CTS,global route
pin swaps,0,0
buffers inserted,4,1
gates resized,4,1
endpoints found under the setup margin,4,1
-- placed cells by master (no fill, tap or decap) --
cell type / synthesis / routed
buf_4: 1 / 6
and3b_1: 1 / 1
a221o_1: 1 / 1
and4b_1: 1 / 1
clkbuf_4: 0 / 3
ha_1: 3 / 3
clkdlybuf4s50_1: 0 / 4
a2bb2oi_1: 1 / 1
nor2b_1: 2 / 2
nand4b_1: 1 / 1
dlygate4sd2_1: 0 / 4
buf_6: 0 / 1
a21o_1: 2 / 2
mux2_2: 5 / 5
clkbuf_8: 0 / 1
nand4_1: 1 / 1
inv_1: 4 / 4
dfrtp_1: 12 / 12
buf_12: 0 / 1
o21ai_2: 1 / 1
a32o_1: 1 / 1
nand2b_1: 1 / 1
o21ai_0: 2 / 2
No activity file was given, so power comes from the tool's default toggle rates.
