`/design/flow/design.v`:
```
module control_unit (
    sof_rcv_in, eof_rcv_in, rst_n, dout_data, Dout, state, onebyte_in, clk
);
    input sof_rcv_in, eof_rcv_in, onebyte_in, clk;
    input rst_n;
    input [7:0] dout_data;
    output [7:0] Dout;
    reg [7:0] Dout;
    output state;
    reg state, nstate;
    parameter 
    sof_invalid = 1'b0,
    sof_received = 1'b1;
    always @(state or sof_rcv_in or eof_rcv_in) begin
        case (state)
           sof_invalid : if (sof_rcv_in) begin
               nstate = sof_received;
           end else begin
               nstate = sof_invalid;
           end
           sof_received : if (eof_rcv_in) begin  
               nstate = sof_invalid;
           end else begin
               nstate = sof_received;
           end
            default: nstate = 1'bx;
        endcase
    end
    always @(posedge clk or negedge rst_n) begin
        if (!rst_n) begin
            state <= sof_invalid;
        end else begin
            state <= nstate;
        end
    end
    always @(onebyte_in) begin
        case (state)
           sof_invalid : Dout = 8'd0;
           sof_received : Dout = dout_data;
           default: Dout = 8'bx;
        endcase        
    end
endmodule
```
`/design/flow/run.sh`:
```
#!/bin/bash
# OpenROAD 26Q1-2900-gdf79404cd8, Yosys 0.63+post, stock flow scripts
make -C /OpenROAD-flow-scripts/flow DESIGN_CONFIG=/design/flow/config.mk WORK_HOME=/design/flow/orfs finish
```
`/design/flow/config.mk`:
```
export PLATFORM = sky130hd
export DESIGN_NAME = control_unit
export DESIGN_NICKNAME = control_unit
export VERILOG_FILES = /design/flow/design.v
export SDC_FILE = /design/flow/constraint.sdc
export NUM_CORES = 4
export LEC_CHECK = 1
export CORE_AREA = 10 10 70 70
export DIE_AREA = 0 0 80 80
```
`/design/flow/constraint.sdc`:
```
current_design control_unit

set clk_period 1.0
set clk_io_pct 0.2

create_clock -name clk0 -period $clk_period [get_ports {clk}]

set non_clock_inputs [all_inputs -no_clocks]
set_input_delay [expr $clk_period * $clk_io_pct] -clock clk0 $non_clock_inputs
set_output_delay [expr $clk_period * $clk_io_pct] -clock clk0 [all_outputs]
```
==> job_summary.md <==
### Flow metrics

| Metric | Value |
|---|---|
| Overflow after GRT | `0` |
| Multiplexer fraction of the synthesized cell area | `11.1%` |
| Critical-path top delay cell | `sky130_fd_sc_hd__dfrtp_2` |
| Final tally of max-slew violations | `0` |
| Global-route track usage on met3 | `1.82%` |
| Cell-internal power | `144 uW` |
| Combinational power share | `69.7%` |
| Drt first-iter violations | `1` |
| Via Count | `162` |
| Global route hottest layer | `met2` |
| Run status | `completed` |
| Cell total in the yosys stat output | `11` |
| Time the worst path needs with I/O delays and setup | `997 ps` |
| Count of yosys warnings during synthesis | `1` |
| Reported max-cap violation count | `0` |
| Chip area line of the yosys report | `90.1 sq um` |
| Startpoint type of the worst setup path | `flip-flop` |
| Maximum number of pins on one net before global-route repair | `8` |
| Ao+oa area frac | `0%` |
| Number of failing hold endpoints at the final stage | `0` |
| Max FO, Critical Path | `7` |
| P_leak | `0.000164 uW` |
| Worst slew margin | `91.5%` |
| Detailed Route WL | `762 um` |
| Total routing resource utilization after global routing | `2.31%` |
| Commonest Layout Cell | `sky130_fd_sc_hd__dlygate4sd2_1` |
| Global placement routability congestion | `0.703` |
| Utilization after layout | `10.5%` |
| Largest Register | `state` |
| Type of element capturing the critical path | `output port` |
| Chip Height | `80 um` |
| Buffers plus inverters on the worst setup path | `2` |
| Post-synthesis xor/xnor area fraction | `0%` |
| Post-CTS Hold Buffers | `0` |
| Period utilization | `99.7%` |
| Sequential cell area fraction in the yosys report | `27.8%` |
| Input/output buffers | `20` |
| Average vias per placed instance | `2.03` |
| Avg Synthesized Cell Area | `8.19 sq um` |
| Path category of the worst min-delay check | `in -> async` |
| Arrival time of the worst setup path | `800 ps` |
| Setup slack after placement | `-477 ps` |
| P_sw | `34.6 uW` |
| Cell area after technology mapping | `90.1 sq um` |
| Post-layout worst setup margin | `2.66 ps` |
| Critical path start-end classification | `reg -> out` |
| Net switching share of the total power | `19.4%` |
| Register share of total power | `30.3%` |
| Layout cell share with drive strength beyond 1 | `39.4%` |
| Total power per unit cell area | `500 mW/mm^2` |
| Max stage delay on crit path | `430 ps` |
| Number of global-route vias before repair | `194` |
| Post-CTS clock slew at the launch and capture registers of the worst setup and hold paths | `0 ps` |
| GR Layer Usage met1 | `2.18%` |
| Post-DRT Antenna Nets | `0` |
| Final routed DRC violation total | `0` |
| Simple-gate area share of the yosys netlist | `56.9%` |
| Global routing met2 resource utilization | `4.09%` |
| Setup violations, final | `0` |
| Setup crit start | `state` |
| Warning total across the stage logs | `31` |
| Relative area change from synthesis to final layout | `297%` |
| Setup repair after global routing missed its margin | `yes` |
| Gate Count Post-Synth | `11` |
| Core outline area | `0.00342 sq mm` |
| Clock Skews | `0 ps` |
| Crit path DRT | `800 ps` |
| Global-route wire length before repair | `1110 um` |
| Worst-Skew Late Latency | `0 ps` |
| First-pass iteration count of the detailed router | `2` |
| List of cells traversed by the critical path | `buf_12 -> and2_4 -> buf_6` |
| Beginning of the worst register-to-register path | `state` |
| Worst slew pin tran | `123 ps` |
| Adder share | `0%` |
| Largest regs | `state x1` |
| Floorplan row count | `21` |
| Die X | `80 um` |
| Most instantiated logic cells after routing | `9 x sky130_fd_sc_hd__dlygate4sd2_1, 5 x sky130_fd_sc_hd__and2_1, 4 x sky130_fd_sc_hd__buf_2` |
| IR Drop Worst-Case VDD | `105 uV` |
| Starting utilization of the core area | `2.64%` |
| Kind of cell with the highest combined delay on the critical path | `flip-flops` |
| Distinct cell type count of the synthesized netlist | `5` |
| Boundary Pins | `22` |
| Routed length per placed instance | `9.53 um` |
| Hold slack | `357 ps` |
| Number of synthesized register bits | `1` |
| Logic family by area | `simple AND/OR/NAND/NOR gates` |
| Number of antenna violations at the first check in global routing | `1` |
| Clock share of power | `0%` |
| Total Die Area | `0.00640 sq mm` |
| Post-route total power | `179 uW` |
| Flip-flop count of the largest register after layout | `1` |
| Highest Clock Rate | `1000 MHz` |
## cell usage after synthesis
master / number / share of area, %
sky130_fd_sc_hd__mux2i_1: 1 / 11
sky130_fd_sc_hd__inv_1: 1 / 4.2
sky130_fd_sc_hd__dfrtp_1: 1 / 28
sky130_fd_sc_hd__and2_1: 7 / 49
sky130_fd_sc_hd__and2_2: 1 / 8.3
## final timing paths
| check | endpoint | slack (ps) | depth (start not counted) |
|---|---|---|---|
| worst max-delay path | Dout[5] | 3 | 3 |
| worst min-delay path | state | 360 | 1 |
| worst max register to register | state | 80 | 3 |
| worst min register to register | state | 730 | 3 |
| max in group asynchronous | state | 530 | 1 |
| min in group clk0 | state | 730 | 3 |
## per-layer routing
layer	routed length, um	part of all wire [%]
met5	0	0
met4	0	0
met3	148	19
met2	336	44
met1	276	36
## cell families after synthesis
group                  Yosys count
buffers and inverters            1
flip-flops                       1
multiplexers                     1
AND/OR/NAND/NOR                  8
## timing repair
item,4_1_cts,5_1_grt
endpoints found under the setup margin,9,4
setup buffers,1,0
resized,38,1
pin swaps,6,2
## worst register-to-register path: cells and delay by family, from the launching register on
kind / cells / cell delay, ps
buffers and inverters: 2 / 260
DFF: 1 / 430
muxes: 1 / 110
## layout make-up
type / instances / area (sq um)
inverter: 1 / 3.75
fill: 404 / 3060
tap: 46 / 57.6
timing repair buffer: 22 / 200
sequential: 1 / 26.3
antenna: 1 / 2.50
multi-input combinational: 9 / 67.6
## metrics by stage
stage	std cells	setup TNS (ps)	instance area, sq um
floorplan	11	0	90.1
global placement	78	-3720	355
detailed placement	78	-3790	355
CTS	79	-47.9	349
global route	79	-69.0	355
finish	80	0	358
## power groups by stage
| stage | logic [uW] | clock network, uW | registers (uW) |
|---|---|---|---|
| 5_1_grt | 140 | 0 | 55.5 |
| 6_report | 125 | 0.00267 | 54.1 |
| 4_1_cts | 125 | 0 | 54.4 |
Power figures rest on the tool's default switching activity, not on a simulated workload.
