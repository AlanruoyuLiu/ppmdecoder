===== ./config.mk =====
export PLATFORM = sky130hd
export DESIGN_NAME = Data_gen2bits
export DESIGN_NICKNAME = Data_gen2bits
export VERILOG_FILES = /design/flow/design.v
export SDC_FILE = /design/flow/constraint.sdc
export NUM_CORES = 4
export LEC_CHECK = 1
export CORE_AREA = 10 10 80 80
export DIE_AREA = 0 0 90 90

===== ./constraint.sdc =====
current_design Data_gen2bits

set clk_period 2.1
set clk_io_pct 0.2

create_clock -name clk0 -period $clk_period [get_ports {clk}]

set non_clock_inputs [all_inputs -no_clocks]
set_input_delay [expr $clk_period * $clk_io_pct] -clock clk0 $non_clock_inputs
set_output_delay [expr $clk_period * $clk_io_pct] -clock clk0 [all_outputs]

===== ./design.v =====
module Data_gen2bits (
    clk16, rst_n, Din, state_in, data_3bits_out, finish2bits_out, clk
);
    input clk16, rst_n, Din, state_in, clk;
    output [2:0] data_3bits_out;
    output finish2bits_out;
    wire [2:0] data_3bits_out;  
    reg [2:0] cnt_2bits;
    reg Din_reg;
    reg [5:0] shift_00;
    reg [3:0] shift_01;
    reg [1:0] shift_10;
    wire data00;
    wire data01;
    wire data10;
    always @(posedge clk or negedge rst_n) begin
        if (!rst_n) begin
            cnt_2bits <= 3'b000;
        end else if (state_in && clk16) begin
            cnt_2bits <= cnt_2bits + 3'b001;
        end
    end
    always @(posedge clk or negedge rst_n) begin
       if (!rst_n) begin
           Din_reg <= 1'b0;
       end else begin
           Din_reg <= (!Din);  
       end 
    end  
    assign data00 = Din_reg && (cnt_2bits == 3'b001);  
    assign data01 = Din_reg && (cnt_2bits == 3'b011);
    assign data10 = Din_reg && (cnt_2bits == 3'b101);
    always @(posedge clk or negedge rst_n) begin
        if (!rst_n) begin
            shift_00 <= 6'd0;
        end else if (clk16) begin
            shift_00 <= {shift_00[4:0], data00};   
        end
    end
    always @(posedge clk or negedge rst_n) begin
        if (!rst_n) begin
            shift_01 <= 4'd0;
        end else if (clk16) begin
            shift_01 <= {shift_01[2:0], data01};   
        end
    end
    always @(posedge clk or negedge rst_n) begin
        if (!rst_n) begin
            shift_10 <= 2'd0;
        end else if (clk16) begin
            shift_10 <= {shift_10[0], data10};   
        end
    end
    assign data_3bits_out = (shift_00[5] == 1'b1)? 3'b000 : (shift_01[3] == 1'b1)? 3'b001 : (shift_10[1] == 1'b1)? 3'b010 : (Din_reg && (cnt_2bits == 3'b111)) ? 3'b011 : 3'b100;
    assign finish2bits_out = (shift_00[5] == 1'b1) || (shift_01[3] == 1'b1) || (shift_10[1] == 1'b1) || (Din_reg && (cnt_2bits == 3'b111));
endmodule

===== ./run.sh =====
#!/bin/bash
# OpenROAD 26Q1-2900-gdf79404cd8, Yosys 0.63+post, stock flow scripts
make -C /OpenROAD-flow-scripts/flow DESIGN_CONFIG=/design/flow/config.mk WORK_HOME=/design/flow/orfs finish

==> ci_impl_report.md <==
## PnR job results

| Metric | Value |
|---|---|
| Leak Pwr | 0.469 nW |
| Worst-path clk slew | 60 ps |
| Root buffer cell | clkbuf_8 |
| Reg2reg start | cnt_2bits[1] |
| Synth cell types | 20 |
| Final Hold Viols | 0 |
| Main logic family after synthesis | multiplexers |
| Type of the most critical hold path | input pin to asynchronous set/reset pin |
| Worst endpoint data arrival time | 1650 ps |
| Area fraction in mux cells | 17.0% |
| # Max-Cap Violations | 0 |
| Fillers | 489 |
| Post-Layout Cell Count | 137 |
| Max reg flops | 6 |
| CTS tree | built |
| Buffers on Ports | 8 |
| DR vias/cell | 3.20 |
| # IOs | 9 |
| Total GRT Usage | 3.07% |
| Most instantiated logic cell after routing | dfrtp_1 |
| Detailed placement HPWL | 879 µm |
| Area fraction in xor and xnor cells | 1.22% |
| Final clock skew | 4.94 ps |
| Grt ovf | 0 |
| Sink Count | 16 |
| WS Path Type | flop to output port |
| Placed cells | 131 |
| Pwr/cell area | 1080 nW/µm² |
| Die Wd | 90 µm |
| # DRC | 0 |
| Yosys warnings | 1 |
| Largest Register | shift_00 |
| H-tree levels | 1 |
| Unrepaired setup endpoints after global routing | true |
| Ys cells | 55 |
| Required @ worst endpoint | 1680 ps |
| CTS Buf Count | 3 |
| Adder Area Share | 6.99% |
| # rows | 25 |
| Core Box Area | 4720 µm² |
| Simple share | 7.17% |
| Initial antenna violation count | 0 |
| Layout overhead on the synthesized area | 36.9% |
| Final setup vio count | 0 |
| Top Layout Cells | 16 x dfrtp_1, 6 x inv_1, 6 x clkdlybuf4s50_1, 5 x mux2_2, 5 x buf_4 |
| Critical path launch point type | flop |
| Worst Setup SP | cnt_2bits[1] |
| Peak supply drop | 334 µV |
| Tot Pwr | 1.06 mW |
| Routed WL per cell | 8.80 µm |
| Placer Congestion | 0.733 |
| Crit path max fanout | 3 |
| Synthesized area | 716 µm² |
| Initial DRC count | 9 |
| Cycle use final | 98.6% |
| Antenna viol nets, final | 0 |
| Hold_buf cts | 0 |
| Die Y | 90 µm |
| Share of layout cells above drive strength 1 | 30.0% |
| WL final | 1.21 mm |
| Seq share, synth | 55.9% |
| Drt first pass iters | 2 |
| Status | complete, no violations |
| Tool Warnings | 28 |
| Fin crit period | 2070 ps |
| Vias in the first global route | 470 |
| Aoi share | 4.90% |
| Die ar. | 8100 µm² |
| First-pass GRT wire length | 2.08 mm |
| Fp_density | 15.2% |
| Mean area per synthesized cell | 13.0 µm² |
| Worst slew pin tran | 205 ps |
| Peak Freq | 483 MHz |
| Cells after Synth | 55 |
| Clock Tree Buf Depth | 2 |
| Worst-Skew Late Latency | 240 ps |
| Biggest regs | shift_00 x6, shift_01 x4, cnt_2bits x3 |
| Flops out of synthesis | 16 |
| Slew HR | 86.3% |
| ANT cells | 0 |
| Vias | 438 |
| Pin count of the biggest net entering global routing | 18 |
| Pins Over Slew Limit | 0 |
| Worst Setup End Kind | output port |
| Yosys chip area | 716 µm² |
per-stage QoR:
stage | util [%] | instance area (µm²) | worst slack [ps] | TNS [ps] | hold WS, ps
global placement | 18.5 | 876 | 96.7 | 0 | 473
finish | 20.7 | 980 | 29.4 | 0 | 495
floorplan | - | 716 | 585 | 0 | 124
CTS | 20.5 | 967 | 8.01 | 0 | 501
detailed placement | 18.5 | 876 | 73.0 | 0 | 491
global route | 20.7 | 980 | -23.9 | -42.2 | 506
path summary, 6_finish.rpt:
kind	to	slack, ps	depth (start not counted)
worst max register to register	cnt_2bits[2]	930	4
min in group clk0	shift_00[3]	500	1
max in group asynchronous	shift_00[1]	1420	2
worst max-delay path	data_3bits_out[1]	30	5
worst min-delay path	shift_10[0]	490	2
worst min register to register	shift_00[3]	490	1
where the power goes:
part,internal [mW],switching [mW]
Clock,0.166,0.0948
Sequential,0.386,0.0628
Combinational,0.222,0.130
Total,0.773,0.287
cell usage after synthesis:
master	number	area [µm²]
nor2b_1	1	6.26
nand3_1	1	5.00
mux2i_1	2	20.0
mux2_4	3	45.0
a41o_1	1	10.0
nand2_1	3	11.3
nand4_1	1	6.26
and2_1	1	6.26
inv_1	6	22.5
nor2_1	1	3.75
o21ai_0	3	15.0
mux2_2	5	56.3
buf_8	1	15.0
nor3_1	1	5.00
ha_1	4	50.1
xnor2_1	1	8.76
dfrtp_1	16	400
a21oi_1	2	10.0
nand3b_1	1	7.51
buf_6	1	11.3
critical path, stage by stage, from the launching register on:
cell	delay, ps
dfrtp_1	400
ha_4	170
ha_4	130
a21oi_2	60
nor3_1	160
clkdlybuf4s50_1	500
timing repair:
| action | 4_1_cts | 5_1_grt |
|---|---|---|
| endpoints found under the setup margin | 4 | 3 |
| hold endpoints to repair | 0 | 0 |
| pin swaps | 5 | 0 |
| buffers inserted | 3 | 0 |
| resized | 6 | 2 |
metal layers:
layer / up-vias / global-route usage (%) / wire length (µm)
met3: 0 / 1.93 / 87
met5: - / 0 / 0
met4: 0 / 0 / 0
met2: 10 / 4.54 / 463
met1: 211 / 3.98 / 654
li1: 217 / - / -
cell type report:
cell class                      count  area (µm²)  share of cell area [%]
Timing Repair Buffer               13         119                    12.1
Multi-Input combinational cell     31         299                    30.5
Inverter                            6        22.5                    2.30
Clock buffer                        4        55.1                    5.62
Tap cell                           67        83.8                    8.56
Sequential cell                    16         400                    40.9
kinds of logic (layout without fill, tap and decap cells):
family | Yosys count | in the layout
flip-flops | 16 | 16
multiplexers | 10 | 10
AND/OR/NAND/NOR | 10 | 10
buffers and inverters | 8 | 23
AND-OR/OR-AND | 6 | 6
adder cells (fa/ha/maj) | 4 | 4
XOR/XNOR | 1 | 1
No activity file was given, so power comes from the tool's default toggle rates.
